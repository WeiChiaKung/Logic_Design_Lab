==> flow/design.v <==
`timescale 1ns / 1ps
module task5(
    input CLK,
    input rst_n,
    output reg[3:0] ssd_ctl,
    output reg[7:0] seg
    );
    wire CLK_temp;
    reg [4:0]part10,part9,part8,part7,part6,part5,part4,part3,part2,part1,seg_number;
    reg [17:0] counter;
    reg [17:0] counter_next;
    reg [2:0] state;
    reg [2:0] state_next;
    freq_div U0(.CLK(CLK), .rst_n(rst_n), .CLK_out(CLK_temp));
    always@(posedge CLK_temp or negedge rst_n) 
    begin
        if(~rst_n)
        begin
            part10 <= 4'd12;
            part9 <= 4'd13;
            part8 <= 4'd11;
            part7 <= 4'd14;
            part6 <= 4'd10;
            part5 <= 4'd10;
            part4 <= 4'd2;
            part3 <= 4'd0;
            part2 <= 4'd2;
            part1 <= 4'd3;
        end
        else 
        begin
            part10 <= part9;
            part9 <= part8;
            part8 <= part7;
            part7 <= part6;
            part6 <= part5;
            part5 <= part4;
            part4 <= part3;
            part3 <= part2;
            part2 <= part1;
            part1 <= part10;
        end
     end
     always@(posedge CLK or negedge rst_n) 
     begin
     if(~rst_n)begin
         counter <= 18'd0;
         state <= 3'd0;
         seg_number <= 4'd0; 
         ssd_ctl <= 4'b0000;
     end
     else 
     begin
       counter <=(counter<=100000) ? (counter_next) : 0;
       state <= (counter==100000) ? (state_next) : state ;
        case(state)
         0:
         begin
           seg_number <= part10; 
           ssd_ctl <= 4'b0111;
         end
         1:
         begin
           seg_number <= part9;  
           ssd_ctl <= 4'b1011;
         end
         2:
         begin
           seg_number <= part8; 
           ssd_ctl <= 4'b1101;
         end
         3:
         begin
           seg_number <= part7; 
           ssd_ctl <= 4'b1110;
         end
         endcase
     end
     end
     always@(*) 
     begin
        counter_next = counter+1;
        state_next = state+1;
     end
     always@(*)
     begin
         case(seg_number)
             4'd0:  seg = 8'b00000011; 
             4'd1:  seg = 8'b10011111; 
             4'd2:  seg = 8'b00100101;
             4'd3:  seg = 8'b00001101;
             4'd4:  seg = 8'b10011001;
             4'd5:  seg = 8'b01001001;
             4'd6:  seg = 8'b01000001;
             4'd7:  seg = 8'b00011111;
             4'd8:  seg = 8'b00000001;
             4'd9:  seg = 8'b00001001;
             4'd10: seg = 8'b01100001;
             4'd11: seg = 8'b10010001;
             4'd12: seg = 8'b11010101;
             4'd13: seg = 8'b11100001;
             4'd14: seg = 8'b10000011;
             default: seg = 8'b11111111;
         endcase
     end
endmodule
`timescale 1ns / 1ps
module freq_div(
    input CLK,
    input rst_n,
    output CLK_out
    );
    wire [27-2:0]temp;
    reg [27-1:0] count;
    reg [27-1:0] count_temp;
        always@(*)
            count_temp = count+1;
        always@(posedge CLK or negedge rst_n)
        begin
            if(~rst_n)
                count <= 27'd0;
            else
                count <= count_temp;
        end
     assign {CLK_out,temp} = count;
endmodule
==> flow/run.sh <==
#!/bin/bash
# OpenROAD 26Q1-2900-gdf79404cd8, Yosys 0.63+post, stock flow scripts
make -C /OpenROAD-flow-scripts/flow DESIGN_CONFIG=/design/flow/config.mk WORK_HOME=/design/flow/orfs finish
==> flow/config.mk <==
export PLATFORM = sky130hd
export DESIGN_NAME = task5
export DESIGN_NICKNAME = task5
export VERILOG_FILES = /design/flow/design.v
export SDC_FILE = /design/flow/constraint.sdc
export NUM_CORES = 4
export LEC_CHECK = 1
export CORE_UTILIZATION = 30
==> flow/constraint.sdc <==
current_design task5

set clk_period 4.6
set clk_io_pct 0.2

create_clock -name clk0 -period $clk_period [get_ports {CLK}]

set non_clock_inputs [all_inputs -no_clocks]
set_input_delay [expr $clk_period * $clk_io_pct] -clock clk0 $non_clock_inputs
set_output_delay [expr $clk_period * $clk_io_pct] -clock clk0 [all_outputs]
==> impl_metrics.json <==
{
  "status": "finished clean",
  "clock_path_buffers": 2,
  "floorplan.core_util_pct": 30.72,
  "hold_buffers": 0,
  "clk_latency_ps": 320,
  "ys.warnings.count": 2,
  "cts_made_buffers": 9,
  "flop_cell": "dfrtp_1",
  "gp_congestion": 0.8393,
  "p_per_area_nw_per_um2": 251.5,
  "ff2ff_path_depth": 6,
  "largest-register": "U0.count",
  "tns_ps": 0,
  "grtUsageTotal_pct": 10.14,
  "ios": 14,
  "ys_cells": 337,
  "synth.avg_cell_area_um2": 12.65,
  "hold_viol": 0,
  "yosys.stat.seqShare_pct": 63.35,
  "max_freq_mhz": 318.4,
  "drive_gt1_share_pct": 13.13,
  "crit_end": "seg[7]",
  "p_leak_nw": 2.246,
  "clock_skew_ps": 7.026,
  "hold_start": "U0.count[21]$_DFF_PN0_",
  "largest_registers": "U0.count (27), counter (18)",
  "synth_area_um2": 4264,
  "drv_slew": 0,
  "ys.flops": 107,
  "drc": 0,
  "cts_setup_buffers": 0,
  "drt-initial-drc-count": 124,
  "rsz0062_at_grt": "no",
  "crit_path_start": "seg_number[1]$_DFFE_PN0P_",
  "grt_pass1_wl_mm": 11.67,
  "clock-root-buffer": "clkbuf_16",
  "cts-resized-gates": 0,
  "topCellsByArea": "dfrtp_1, dfstp_2, xor2_1",
  "unclocked_regs": 50,
  "hold_class": "reg -> reg",
  "vdd_drop_max_mv": 0.1627,
  "cp_max_fo": 6,
  "cts_tree": "built",
  "cp-start-kind": "flop",
  "r2r_slack_ps": 2700,
  "area_delta_synth_final_pct": 13.97,
  "r2r-start": "state[0]$_DFFE_PN0P_",
  "critPathKind": "reg -> out",
  "grt_pass1_vias": 2441,
  "wirelength_mm": 6.412,
  "synth_cells": 337,
  "rows": 43,
  "hold_slack_ps": 460.1,
  "die_y_um": 121.2,
  "dp.cells": 522,
  "fin_util_pct": 35.01,
  "top_cell": "dfrtp_1",
  "fin_crit_sh_pct": 68.27,
  "synthDistinctLibCells": 46,
  "untimed_endpoints": 50,
  "htreeDepth": 3,
  "fin_cells": 538,
  "drv_cap": 0,
  "insertedDiodeCount": 0,
  "port_buffers": 12,
  "crit_path_end_kind": "primary output",
  "grt_max_degree": 51,
  "relSlewSlack_pct": 52.17,
  "tool_warnings": 34,
  "avgRoutedWirePerCell_um": 11.92,
  "grt_overflow": 0,
  "edf_count": 0,
  "die_width_um": 121.2,
  "die_area_um2": 14690,
  "r2r_end": "seg_number[0]$_DFFE_PN0P_",
  "cp.arrival_ps": 2220,
  "synthArstFlopShare_pct": 100.0,
  "largest_register_ffs": 27,
  "clk_pin_slew_ps": 50,
  "num_vias": 2491,
  "period_needed_ps": 3140,
  "total_power_mw": 1.222,
  "cp_data_required_time_ps": 3680,
  "antenna_found_initial": 0,
  "synth_top_area_share_pct": 51.64,
  "first_pass_iters": 5,
  "top_cells_by_count": "dfrtp_1, nor2_1, xor2_1",
  "fp.coreArea_um2": 13880,
  "ant_nets": 0,
  "place_hpwl_mm": 4.308,
  "ys_area_um2": 4264,
  "post-synth-top-area-cell": "dfrtp_1",
  "routed_via_density": 4.630,
  "max_slew.worst_pin.slew_ps": 713.2,
  "setup_viol": 0
}
## cells in the final DEF (no fill, tap or decap), types with 2 or more instances in the layout
cell type        synthesis  routed
a21oi_1                  6       6
o21a_1                   2       2
dfrtp_1                 88      88
nor2b_1                  4       4
nand4_1                 15      15
nor3_1                  10      10
clkbuf_16                0       9
and3_1                   2       2
and4_1                   8       8
mux2i_1                  4       4
buf_4                    1       4
a222oi_1                 5       5
o21ai_0                  8       8
ha_1                    14      14
clkinv_2                 0       4
xnor2_1                 14      14
clkdlybuf4s50_1          0      11
nor2_1                  26      26
xor2_1                  25      25
nand3_1                 14      14
nand2_1                 19      19
or3_1                    2       2
dfstp_2                 19      19
or2_2                    2       2
inv_1                   13      13
or4_4                    2       2
conb_1                   2       2
a2bb2oi_1                5       5
## through the flow
stage | area, um^2 | worst slack, ps
CTS | 4860 | 1447
detailed placement | 4572 | 1804
finish | 4860 | 1460
global placement | 4572 | 1832
floorplan | 4264 | 2332
global route | 4860 | 1245
## layer usage
layer,wire [um],global-route usage (%),up-vias,share of wire (%)
met3,333,2.975,8,5.2
met5,0,0,-,0
met1,3279,16.65,1237,51
met4,107,1.466,0,1.7
li1,-,-,1205,-
met2,2692,13.96,41,42
## worst max-delay path, stage by stage (launching register included)
cell,delay (ps)
dfrtp_1,430
inv_1,120
ha_1,200
nor2b_1,130
a211oi_1,290
a21oi_1,60
or2_2,280
clkdlybuf4s50_1,390
## how the worst min path moves through the flow
stage / endpoint / slack (ps) / depth (start not counted)
4_1_cts: U0.count[21]$_DFF_PN0_ / 460 / 1
5_1_grt: U0.count[15]$_DFF_PN0_ / 470 / 1
6_report: U0.count[21]$_DFF_PN0_ / 460 / 1
## area by class of cell
cell class	instances	area, um^2
flip-flops and latches	107	2701
inverters	13	48.80
fillers	1321	9021
clock buffers	10	229.0
multi-input cells	207	1456
repair buffers	15	140.1
clock inverters	6	58.81
well taps	180	225.2
## cells by family after synthesis
| kind of cell | share of synthesized area (%) |
|---|---|
| AND-OR/OR-AND | 6.309 |
| XOR/XNOR | 8.011 |
| adder cells (fa/ha/maj) | 4.108 |
| buffers and inverters | 2.494 |
| flip-flops | 63.35 |
| multiplexers | 1.819 |
| other | 0.1761 |
| AND/OR/NAND/NOR | 13.73 |
## report_power, final
part	leakage, nW	switching [mW]	internal, mW
Combinational	0.708	0.0365	0.0233
Sequential	1.39	0.0166	0.516
Clock	0.146	0.215	0.414
Total	2.25	0.268	0.954
Power figures rest on the tool's default switching activity, not on a simulated workload.
