==> config.mk <==
export PLATFORM = sky130hd
export DESIGN_NAME = timedisplay_date
export DESIGN_NICKNAME = timedisplay_date
export VERILOG_FILES = /design/flow/design.v
export SDC_FILE = /design/flow/constraint.sdc
export NUM_CORES = 4
export LEC_CHECK = 1
export CORE_AREA = 10 10 102 102
export DIE_AREA = 0 0 112 112
==> constraint.sdc <==
current_design timedisplay_date

set clk_period 9.0
set clk_io_pct 0.2

create_clock -name clk0 -period $clk_period [get_ports {clk}]

set non_clock_inputs [all_inputs -no_clocks]
set_input_delay [expr $clk_period * $clk_io_pct] -clock clk0 $non_clock_inputs
set_output_delay [expr $clk_period * $clk_io_pct] -clock clk0 [all_outputs]
==> design.v <==
module counterx(
  output reg [4-1:0] q,  
  input [4-1:0] q_master,  
  output reg time_carry,  
  input count_enable,  
  input load_value_enable,  
  input [4-1:0] initial_value,
  input [4-1:0] load_value,  
  input [4-1:0] count_limit,  
  input [4-1:0] time_limit_master,
  input [4-1:0] time_limit_slave,
  input clk,  
  input rst_n  
);
reg [4-1:0] q_next;
always @(posedge clk or negedge rst_n)
  if (~rst_n)
    q <= initial_value;
  else
    q <= q_next;
always @*
begin
  q_next = q;
  time_carry = 1'b0;
  if (load_value_enable)
    q_next = load_value;
  else if (count_enable && q == count_limit)
  begin
    q_next = 4'b0;
    time_carry = 1'b1;
  end
  else if (count_enable && (q_master == time_limit_master) && (q == time_limit_slave))
  begin
    q_next = initial_value;
    time_carry = 1'b1;
  end
  else if (count_enable)
    q_next = q + 4'd1;
end
endmodule
module timedisplay_date(
  output [4-1:0] date0,
  output [4-1:0] date1,
  output [4-1:0] month0,
  output [4-1:0] month1,
  output [4-1:0] year0,
  output [4-1:0] year1,
  input count_enable,
  input load_value_enable,
  input [4-1:0] load_value_date0,
  input [4-1:0] load_value_date1,
  input [4-1:0] load_value_month0,
  input [4-1:0] load_value_month1,
  input [4-1:0] load_value_year0,
  input [4-1:0] load_value_year1,
  input clk,
  input rst_n
);
wire carry_date0, carry_date1, carry_month0, carry_month1, carry_year0;
reg [4-1:0] date_strict_dig0, date_strict_dig1;
always@(*)
begin
    case({month1,month0})
    8'h01:
    begin
        date_strict_dig0 = 4'd1;
        date_strict_dig1 = 4'd3;
    end
    8'h02:
    begin
        date_strict_dig0 = 4'd8;
        date_strict_dig1 = 4'd2;
    end
    8'h03:
    begin
        date_strict_dig0 = 4'd1;
        date_strict_dig1 = 4'd3;
    end
    8'h04:
    begin
        date_strict_dig0 = 4'd0;
        date_strict_dig1 = 4'd3;
    end
    8'h05:
    begin
        date_strict_dig0 = 4'd1;
        date_strict_dig1 = 4'd3;
    end
    8'h06:
    begin
        date_strict_dig0 = 4'd0;
        date_strict_dig1 = 4'd3;
    end
    8'h07:
    begin
        date_strict_dig0 = 4'd1;
        date_strict_dig1 = 4'd3;
    end
    8'h08:
    begin
        date_strict_dig0 = 4'd1;
        date_strict_dig1 = 4'd3;
    end
    8'h09:
    begin
        date_strict_dig0 = 4'd0;
        date_strict_dig1 = 4'd3;
    end
    8'h10:
    begin
        date_strict_dig0 = 4'd1;
        date_strict_dig1 = 4'd3;
    end
    8'h11:
    begin
        date_strict_dig0 = 4'd0;
        date_strict_dig1 = 4'd3;
    end
    8'h12:
    begin
        date_strict_dig0 = 4'd1;
        date_strict_dig1 = 4'd3;
    end
    default:
    begin
        date_strict_dig0 = 4'd1;
        date_strict_dig1 = 4'd3;
    end
    endcase
end
counterx Udate0(
  .q(date0),  
  .q_master(date1),
  .time_carry(carry_date0),  
  .count_enable(count_enable),  
  .load_value_enable(load_value_enable),  
  .initial_value(4'd1),
  .load_value(load_value_date0),  
  .count_limit(4'd9),  
  .time_limit_master(date_strict_dig1),
  .time_limit_slave(date_strict_dig0),
  .clk(clk),  
  .rst_n(rst_n)  
);
counterx Udate1(
  .q(date1),  
  .q_master(4'd0),
  .time_carry(carry_date1),  
  .count_enable(carry_date0),  
  .load_value_enable(load_value_enable),  
  .initial_value(4'd0),
  .load_value(load_value_date1),  
  .count_limit(date_strict_dig1),  
  .time_limit_master(4'd10),
  .time_limit_slave(4'd10),
  .clk(clk),  
  .rst_n(rst_n)  
);
counterx Umonth0(
  .q(month0),  
  .q_master(month1),
  .time_carry(carry_month0),  
  .count_enable(carry_date0 && carry_date1),  
  .load_value_enable(load_value_enable),  
  .initial_value(4'd1),
  .load_value(load_value_month0),  
  .count_limit(4'd9),  
  .time_limit_master(4'd1),
  .time_limit_slave(4'd2),
  .clk(clk),  
  .rst_n(rst_n)  
);
counterx Umonth1(
  .q(month1),  
  .q_master(4'd0),
  .time_carry(carry_month1),  
  .count_enable(carry_date0 && carry_date1 && carry_month0),  
  .load_value_enable(load_value_enable),  
  .initial_value(4'd0),
  .load_value(load_value_month1),  
  .count_limit(4'd1),  
  .time_limit_master(4'd10),
  .time_limit_slave(4'd10),
  .clk(clk),  
  .rst_n(rst_n)  
);
counterx Uyear0(
  .q(year0),  
  .q_master(4'd0),
  .time_carry(carry_year0),  
  .count_enable(carry_date0 && carry_date1 && carry_month0 && carry_month1),  
  .load_value_enable(load_value_enable),  
  .initial_value(4'd0),
  .load_value(load_value_year0),  
  .count_limit(4'd9),  
  .time_limit_master(4'd10),
  .time_limit_slave(4'd10),
  .clk(clk),  
  .rst_n(rst_n)  
);
counterx Uyear1(
  .q(year1),  
  .q_master(4'd0),
  .time_carry(),  
  .count_enable(carry_date0 && carry_date1 && carry_month0 && carry_month1 && carry_year0),  
  .load_value_enable(load_value_enable),  
  .initial_value(4'd0),
  .load_value(load_value_year1),  
  .count_limit(4'd9),  
  .time_limit_master(4'd10),
  .time_limit_slave(4'd10),
  .clk(clk),  
  .rst_n(rst_n)  
);
endmodule
==> run.sh <==
#!/bin/bash
# OpenROAD 26Q1-2900-gdf79404cd8, Yosys 0.63+post, stock flow scripts
make -C /OpenROAD-flow-scripts/flow DESIGN_CONFIG=/design/flow/config.mk WORK_HOME=/design/flow/orfs finish
==> CHANGELOG.md <==
### Metrics

- Number of enable flip-flop cells: 0
- Min-delay src: Umonth0.q[0]
- Mean Syn Cell Area: 8.83 um2
- Fin. max-slew vios: 0
- Dpl cells: 354
- Pre-Repair DR Iteration Count: 4
- Ant diodes: 0
- First-pass GRT wire length: 8760 um
- Post_cts resized: 0
- Synth Seq Share: roughly a third
- Fmax achieved: 266 MHz
- Clock Sinks: 24
- PortBufs: 51
- Tool warning count: 31
- Routability cong.: 0.821
- Core Area: 8220 um2
- Setup CP Type: in -> reg
- Worst R2R Setup Slack: 6.14 ns
- Max-slew headroom: 47.3%
- Worst-Margin Slew: 0.784 ns
- Setup crit start kind: input port
- I/O pins: between 50 and 60
- Top cell area share: between 30% and 40%
- Skew-Pair Late Insertion Delay: 0.27 ns
- Share of layout cells above drive strength 1: 9.09%
- Slowest cell on the critical path: clkdlybuf4s50_1
- Post-CTS Hold Fix Bufs: 0
- # Max-Cap Violations: 0
- Post-DRT Antenna Nets: 0
- Largest net degree at the start of global routing: 39
- Yosys warns: 3
- Leading area contributor after synthesis: dfrtp_1
- Worst-case reg-to-reg path depth: 8
- WP data arrival: 3.92 ns
- Critical Path Fanout Max: 14
- Initial DRC count: slightly above 100
- Initial antenna violation count: 0
- # DRC: 0
- Total gr overflow: 0
- Slowest stage delay, CP: 0.57 ns
- Area Growth Syn to Fin: 37.1%
- Ys cells: 205
- RSZ-0062 raised after global routing: no
- Die width: 112 um
- Final hold viol count: 0
- Detailed-route via count: between 1500 and 2000
- Worst r2r dst: Uyear1.q[2]
- Top cells by count: dfrtp_1, nand2_1, nor2_1
- Wirelength per Cell: 14.8 um
- CTS tree: yes
- Max clock buf depth: 2
- Fraction of registers with async set/reset: ~100%
- Die Area: 12500 um2
- Die y size: 112 um
- Min Hold Slack: 0.555 ns
- Final tally of setup violations: 0
- Pwr dens: 128 nW/um2
- Dpl hpwl: 4040 um
- Crit end category: flop
- Setup TNS: 0 ns
- Leak pwr: 0.975 nW
- Critical Path RT: 9.16 ns
- Biggest area cells: dfrtp_1, ha_1, nand2_1
- Post-route insts no fill: 358
- Reg-to-reg startpoint: Umonth0.q[0]
- Worst hold path type: reg -> reg
- Max VDD drop: around 0.053 mV
- Skew final: approximately 0.0032 ns
- #FFs+latches synth: 24
- Mapped Area: between 1500 and 2000 um2
- Final Total Pwr: 0.317 mW
- Final critical-path share of the clock period: 41.7%
- Min Tclk post-route: approximately 3.8 ns
- Post-Route WL: 5290 um
- Via count of the first global-routing pass: 1711
- Clock Tree Root: clkbuf_8
- Worst-path clk slew: 0.09 ns
- Yosys stat chip area: roughly 1800 um2
- Synth unique cells: 59
- WHS Path Cells: 2
- Hold Path End: Umonth0.q[0]
- Cell family with most CP delay: AND-OR/OR-AND gates
- Postcts setup bufs: 0
- Outcome: finished, final reports clean
- Floorplan Utilization: 22.0%
- Core Rows: 33
- Crit-path cells: clkdlybuf4s50_1, and2b_2, nand4_1, a311oi_4, o21a_2, a41oi_1, a311o_1
- DR vias/cell: 4.78
- GRT Util Overall: 8.26%
- Worst Path Buf+Inv: 1
- Ys flop type: dfrtp_1
- H-tree Lvls: 1
- Synthesized instance count: about 200
- Num CTS Buffers: 3
## cells in the final DEF (no fill, tap or decap), types with 5 or more instances in the layout
cell	synthesis	layout
nand3_1	11	11
o21ai_0	12	12
o31ai_1	5	5
nor2_1	18	18
inv_1	11	11
a21oi_1	5	5
ha_1	12	12
clkdlybuf4s50_1	0	51
dfrtp_1	22	22
nand2_1	22	22
## report_power, final
group | switching [mW] | leakage, nW | internal [mW]
combinational | 0.0326 | 0.656 | 0.0495
clock | 0.0381 | 0.0357 | 0.0595
sequential | 0.0178 | 0.283 | 0.119
## worst max path at each step
stage              to         start  slack [ns]  depth (start not counted)
6_report  Uyear1.q[2]  count_enable        5.25                          7
4_1_cts   Uyear1.q[2]  count_enable        5.25                          7
5_1_grt   Uyear1.q[2]  count_enable        5.09                          7
## area by class of cell
cell class	count	area (um2)
clock buffers	3	41.3
repair buffers	53	526
fillers	852	5740
flip-flops and latches	24	603
multi-input cells	160	1100
inverters	12	45.0
clock inverters	1	30.0
well taps	105	131
## worst min-delay path, stage by stage (launching register included)
cell and delay [ns]:
dfstp_2 0.42, nand2_1 0.06, a31oi_1 0.07
## state kept, by name, summed over array words and instances, names as in the netlist
| name | flops |
|---|---|
| Umonth0.q | 4 |
| Umonth1.q | 4 |
| Uyear0.q | 4 |
| Uyear1.q | 4 |
| Udate0.q | 4 |
| Udate1.q | 4 |
## cell families after synthesis
family / Yosys count / share of synthesized area (%)
buf+inv: 21 / 5.60
flops: 24 / 33.3
fa+ha+maj: 12 / 8.30
simple gates: 85 / 25.5
xor+xnor: 4 / 1.94
mux: 4 / 2.21
compound gates: 55 / 23.2
## per-layer routing
metal	wire, um	vias up	part of all wire [%]	GRT usage (%)
met5	0	-	0	0
met4	17	0	0.32	0.423
met3	421	2	8.0	2.55
met2	2420	57	46	12.9
met1	2430	804	46	11.6
li1	-	850	-	-
## metrics by stage
stage | cell area, um2 | util [%] | setup slack, ns
2_1_floorplan | 1810 | - | 5.49
3_3_place_gp | 2410 | 29.3 | 5.00
3_5_place_dp | 2410 | 29.3 | 4.96
4_1_cts | 2480 | 30.2 | 5.25
5_1_grt | 2480 | 30.2 | 5.09
6_report | 2480 | 30.2 | 5.25
Power and IR drop assume default switching activity.
