--- flow/config.mk ---
export PLATFORM = sky130hd
export DESIGN_NAME = unitset_date
export DESIGN_NICKNAME = unitset_date
export VERILOG_FILES = /design/flow/design.v
export SDC_FILE = /design/flow/constraint.sdc
export NUM_CORES = 4
export LEC_CHECK = 1
export CORE_AREA = 10 10 102 102
export DIE_AREA = 0 0 112 112
--- flow/constraint.sdc ---
current_design unitset_date

set clk_period 3.3
set clk_io_pct 0.2

create_clock -name clk0 -period $clk_period [get_ports {clk}]

set non_clock_inputs [all_inputs -no_clocks]
set_input_delay [expr $clk_period * $clk_io_pct] -clock clk0 $non_clock_inputs
set_output_delay [expr $clk_period * $clk_io_pct] -clock clk0 [all_outputs]
--- flow/design.v ---
module counterx(
  output reg [4-1:0] q,  
  input [4-1:0] q_master,  
  output reg time_carry,  
  input count_enable,  
  input load_value_enable,  
  input [4-1:0] initial_value,
  input [4-1:0] load_value,  
  input [4-1:0] count_limit,  
  input [4-1:0] time_limit_master,
  input [4-1:0] time_limit_slave,
  input clk,  
  input rst_n  
);
reg [4-1:0] q_next;
always @(posedge clk or negedge rst_n)
  if (~rst_n)
    q <= initial_value;
  else
    q <= q_next;
always @*
begin
  q_next = q;
  time_carry = 1'b0;
  if (load_value_enable)
    q_next = load_value;
  else if (count_enable && q == count_limit)
  begin
    q_next = 4'b0;
    time_carry = 1'b1;
  end
  else if (count_enable && (q_master == time_limit_master) && (q == time_limit_slave))
  begin
    q_next = initial_value;
    time_carry = 1'b1;
  end
  else if (count_enable)
    q_next = q + 4'd1;
end
endmodule
module unitset_date(
  output [4-1:0] date0,
  output [4-1:0] date1,
  output [4-1:0] month0,
  output [4-1:0] month1,
  output [4-1:0] year0,
  output [4-1:0] year1,
  input [2:0]count_enable,
  input load_value_enable,
  input [4-1:0] load_value_date0,
  input [4-1:0] load_value_date1,
  input [4-1:0] load_value_month0,
  input [4-1:0] load_value_month1,
  input [4-1:0] load_value_year0,
  input [4-1:0] load_value_year1,
  input clk,
  input rst_n
);
wire carry_date0, carry_month0, carry_year0;
reg [4-1:0]date_strict_dig0, date_strict_dig1;
always@(*)
begin
    case({month1,month0})
    8'h01:
    begin
        date_strict_dig0 = 4'd1;
        date_strict_dig1 = 4'd3;
    end
    8'h02:
    begin
        date_strict_dig0 = 4'd8;
        date_strict_dig1 = 4'd2;
    end
    8'h03:
    begin
        date_strict_dig0 = 4'd1;
        date_strict_dig1 = 4'd3;
    end
    8'h04:
    begin
        date_strict_dig0 = 4'd0;
        date_strict_dig1 = 4'd3;
    end
    8'h05:
    begin
        date_strict_dig0 = 4'd1;
        date_strict_dig1 = 4'd3;
    end
    8'h06:
    begin
        date_strict_dig0 = 4'd0;
        date_strict_dig1 = 4'd3;
    end
    8'h07:
    begin
        date_strict_dig0 = 4'd1;
        date_strict_dig1 = 4'd3;
    end
    8'h08:
    begin
        date_strict_dig0 = 4'd1;
        date_strict_dig1 = 4'd3;
    end
    8'h09:
    begin
        date_strict_dig0 = 4'd0;
        date_strict_dig1 = 4'd3;
    end
    8'h10:
    begin
        date_strict_dig0 = 4'd1;
        date_strict_dig1 = 4'd3;
    end
    8'h11:
    begin
        date_strict_dig0 = 4'd0;
        date_strict_dig1 = 4'd3;
    end
    8'h12:
    begin
        date_strict_dig0 = 4'd1;
        date_strict_dig1 = 4'd3;
    end
    default:
    begin
        date_strict_dig0 = 4'd1;
        date_strict_dig1 = 4'd3;
    end
    endcase
end
counterx Udate0(
  .q(date0),  
  .q_master(date1),
  .time_carry(carry_date0),  
  .count_enable(count_enable[0]),  
  .load_value_enable(load_value_enable),  
  .initial_value(4'd1),
  .load_value(load_value_date0),  
  .count_limit(4'd9),  
  .time_limit_master(date_strict_dig1),
  .time_limit_slave(date_strict_dig0),
  .clk(clk),  
  .rst_n(rst_n)  
);
counterx Udate1(
  .q(date1),  
  .q_master(4'd0),
  .time_carry(),  
  .count_enable(carry_date0),  
  .load_value_enable(load_value_enable),  
  .initial_value(4'd0),
  .load_value(load_value_date1),  
  .count_limit(date_strict_dig1),  
  .time_limit_master(4'd10),
  .time_limit_slave(4'd10),
  .clk(clk),  
  .rst_n(rst_n)  
);
counterx Umonth0(
  .q(month0),  
  .q_master(month1),
  .time_carry(carry_month0),  
  .count_enable(count_enable[1]),  
  .load_value_enable(load_value_enable),  
  .initial_value(4'd1),
  .load_value(load_value_month0),  
  .count_limit(4'd9),  
  .time_limit_master(4'd1),
  .time_limit_slave(4'd2),
  .clk(clk),  
  .rst_n(rst_n)  
);
counterx Umonth1(
  .q(month1),  
  .q_master(4'd0),
  .time_carry(),  
  .count_enable(carry_month0),  
  .load_value_enable(load_value_enable),  
  .initial_value(4'd0),
  .load_value(load_value_month1),  
  .count_limit(4'd1),  
  .time_limit_master(4'd10),
  .time_limit_slave(4'd10),
  .clk(clk),  
  .rst_n(rst_n)  
);
counterx Uyear0(
  .q(year0),  
  .q_master(4'd0),
  .time_carry(carry_year0),  
  .count_enable(count_enable[2]),  
  .load_value_enable(load_value_enable),  
  .initial_value(4'd0),
  .load_value(load_value_year0),  
  .count_limit(4'd9),  
  .time_limit_master(4'd10),
  .time_limit_slave(4'd10),
  .clk(clk),  
  .rst_n(rst_n)  
);
counterx Uyear1(
  .q(year1),  
  .q_master(4'd0),
  .time_carry(),  
  .count_enable(carry_year0),  
  .load_value_enable(load_value_enable),  
  .initial_value(4'd0),
  .load_value(load_value_year1),  
  .count_limit(4'd9),  
  .time_limit_master(4'd10),
  .time_limit_slave(4'd10),
  .clk(clk),  
  .rst_n(rst_n)  
);
endmodule
--- flow/run.sh ---
#!/bin/bash
# OpenROAD 26Q1-2900-gdf79404cd8, Yosys 0.63+post, stock flow scripts
make -C /OpenROAD-flow-scripts/flow DESIGN_CONFIG=/design/flow/config.mk WORK_HOME=/design/flow/orfs finish
==> flow_metrics.py <==
# Synthesis and PnR figures
metrics = {
    "power_and_ir_drop": {
        "power_frac_clock_pct": 23.8,
        "power_switching_mw": 0.258,
        "seqPwrFrac_pct": 45.7,
        "leakage_nw": 0.983,
        "power.total_mw": 0.857,
        "p_per_area_nw_per_um2": 353,
        "peakVddDrop_v": 0.000126,
        "intPower_mw": 0.599,
        "p_sw_share_pct": 30.1,
        "comb_power_share_pct": 30.5,
    },
    "final_layout": {
        "finish.instance_area_um2": 2430,
        "drive_above_1_share_pct": 5.16,
        "nFillCells": 852,
        "synthToLayoutAreaGrowth_pct": 41.0,
    },
    "die": {
        "floorplan.core_util_pct": 21.0,
        "die_y_um": 112,
        "dieWidth_um": 112,
        "die-area_um2": 12500,
        "core_region_area_um2": 8220,
        "io_pins": 54,
        "placementRows": 33,
    },
    "clock_network": {
        "clockBufferDepth": 2,
        "cts_root_buffer": "clkbuf_8",
        "clk_latency_ns": 0.26,
        "post_cts.repair.setup_buffers": 0,
        "htreeDepth": 1,
        "clk_pin_slew_worst_paths_ns": 0.09,
        "cts_tree": "yes",
        "numCtsBuffers": 3,
        "cts.repair.resized": 0,
        "cts_hold_buf": 0,
        "cts.sinks": 24,
    },
    "yosys": {
        "synth_area_per_cell_um2": 8.57,
        "ys_area_um2": 1720,
        "yosys-stat-cells": 201,
        "ys_seq_elements": 24,
        "ys.flop_type": "dfrtp_1",
        "synth_area_um2": 1720,
        "synth_seq_share_pct": 35.0,
        "synthArstFlopShare_pct": 100,
        "edf_count": 0,
        "synth_cells": 201,
        "yosysUniqueCellTypes": 50,
        "yosys_warnings": 3,
    },
    "drt": {
        "ant_nets": 0,
        "vias": 1587,
        "routed_wl_um": 4730,
        "wl_per_cell_um": 13.2,
        "viasPerCell": 4.45,
        "diodes": 0,
        "drt_iter0_drc": 59,
        "dr.pass1.iters": 4,
        "drcViolationCount": 0,
    },
    "placed_design": {
        "finalWeightedCongestion": 0.783,
        "dp_hpwl_um": 3620,
        "port_buffers": 53,
        "postPlaceCellArea_um2": 2370,
    },
    "grt": {
        "antenna_found_initial": 0,
        "grt_pass1_wl_um": 8090,
        "gr-total-overflow": 0,
        "grt_pass1_vias": 1587,
        "grt_use_total_pct": 7.57,
        "grt_max_degree": 50,
    },
    "final_timing": {
        "fin_worst_skew_ns": 0.00250,
        "tns_ns": 0,
        "setup_viol": 0,
        "final_max_slew_viol_count": 0,
        "finalCritPeriodShare_pct": 67.2,
        "period_minus_slack_ns": 2.22,
        "finalHoldViolCount": 0,
        "max_freq_ghz": 0.451,
        "hold_slack_ns": 0.653,
        "rsz0062_at_grt": "false",
        "relSlewSlack_pct": 67.0,
        "worst_slew_pin_slew_ns": 0.495,
    },
    "critical_path": {
        "crit_required_ns": 3.45,
        "path_max_fanout": 9,
        "worstRegToRegCells": 6,
        "worst-setup-path-type": "reg2reg",
        "crit_path_end_kind": "register",
        "crit_arrival_ns": 2.37,
        "startpoint_type": "register",
    },
    "min_path": {
        "min_path_type": "reg2reg",
        "hold_depth": 2,
    },
    "run": {
        "openroad.warnings": 31,
        "cap_viol_max_count": 0,
    },
    "status": {
        "outcome": "completed",
    },
}
state kept, by name, indices dropped and copies added, names as in the netlist:
name	count
Udate1.q	4
Udate0.q	4
Uyear0.q	4
Umonth0.q	4
Umonth1.q	4
Uyear1.q	4
worst max-delay path, cell delays in order (launching register included):
cell,delay (ns)
dfrtp_1,0.52
ha_1,0.21
nor3b_1,0.39
nand3b_1,0.20
a21oi_1,0.47
mux2i_1,0.23
o21ai_0,0.09
cell usage after synthesis (2+ instances only):
| library cell | instances | area share, % |
|---|---|---|
| nor4_1 | 3 | 1.1 |
| nor2_1 | 7 | 1.5 |
| dfrtp_1 | 22 | 32 |
| mux2i_1 | 5 | 2.9 |
| nand4b_1 | 2 | 1.0 |
| ha_1 | 12 | 8.7 |
| o221ai_1 | 2 | 1.0 |
| o21ai_2 | 2 | 1.0 |
| and2_1 | 3 | 1.1 |
| xor2_1 | 3 | 1.5 |
| dfstp_2 | 2 | 3.1 |
| nand3_1 | 3 | 0.87 |
| a221oi_1 | 3 | 1.5 |
| o31ai_1 | 8 | 3.5 |
| nor3_1 | 4 | 1.2 |
| nand2b_1 | 3 | 1.1 |
| o21ai_0 | 15 | 4.4 |
| nand2_1 | 35 | 7.6 |
| inv_1 | 15 | 3.3 |
| nor3b_1 | 3 | 1.3 |
| o21a_1 | 2 | 0.87 |
| and4b_1 | 2 | 1.2 |
| clkbuf_1 | 5 | 1.1 |
| xnor2_1 | 3 | 1.5 |
| a21oi_1 | 12 | 3.5 |
metrics by stage:
stage | util (%) | instances | setup slack, ns
after floorplan | - | 201 | 1.47
after global placement | 28.9 | 353 | 1.05
after detailed placement | 28.9 | 353 | 1.05
after CTS | 29.5 | 357 | 1.03
after global routing | 29.5 | 357 | 0.810
final | 29.5 | 357 | 1.08
power groups by stage:
stage	Sequential (mW)	Clock, mW	Combinational, mW
after CTS	0.393	0.216	0.268
final	0.392	0.204	0.261
after global routing	0.404	0.230	0.298
layout make-up:
type                       count  area, um^2  share of cell area [%]
tap                          105         131                    5.41
inverter                      15        56.3                    2.32
sequential                    24         603                    24.8
multi-input combinational    154        1020                    42.2
timing repair buffer          55         558                    23.0
clock buffer                   4        55.1                    2.27
cells in the final DEF (no fill, tap or decap), drive strengths merged, types with 2 or more instances in the layout:
| cell | count |
|---|---|
| a211oi | 2 |
| a21oi | 12 |
| a221oi | 3 |
| and2 | 3 |
| and4b | 2 |
| buf | 2 |
| clkbuf | 4 |
| clkdlybuf4s50 | 53 |
| dfrtp | 22 |
| dfstp | 2 |
| ha | 12 |
| inv | 15 |
| mux2i | 5 |
| nand2 | 35 |
| nand2b | 3 |
| nand3 | 3 |
| nand4b | 2 |
| nor2 | 7 |
| nor3 | 4 |
| nor3b | 3 |
| nor4 | 3 |
| o21a | 2 |
| o21ai | 18 |
| o221ai | 2 |
| o31ai | 8 |
| xnor2 | 3 |
| xor2 | 3 |
logic make-up (layout without fill, tap and decap cells):
family,after synthesis,after routing,synth area share (%)
AND-OR/OR-AND,57,57,22.2
XOR/XNOR,6,6,3.05
adder cells (fa/ha/maj),12,12,8.72
buffers and inverters,23,74,5.52
flip-flops,24,24,35.0
multiplexers,6,6,3.56
AND/OR/NAND/NOR,73,73,21.9
layer usage:
layer  part of all wire (%)  track usage [%]  wire [um]
met1                     46             10.2       2150
met2                     46             11.9       2170
met3                    8.2             2.93        387
met4                   0.36            0.338         17
met5                      0                0          0
worst paths after layout:
path | startpoint | end | slack [ns]
setup reg to reg | Umonth1.q[0] | Umonth1.q[0] | 1.08
setup / recovery | Umonth1.q[0] | Umonth1.q[0] | 1.08
hold reg to reg | Uyear0.q[1] | Uyear0.q[1] | 0.65
min in group asynchronous | rst_n | Udate1.q[3] | 0.75
max in group asynchronous | rst_n | Umonth0.q[0] | 2.25
hold / removal | Uyear0.q[1] | Uyear0.q[1] | 0.65
No activity file was given, so power comes from the tool's default toggle rates.
